## design/flow/run.sh

```bash
#!/bin/bash
# OpenROAD 26Q1-2900-gdf79404cd8, Yosys 0.63+post, stock flow scripts
make -C /OpenROAD-flow-scripts/flow DESIGN_CONFIG=/design/flow/config.mk WORK_HOME=/design/flow/orfs finish
```

## design/flow/config.mk

```make
export PLATFORM = sky130hd
export DESIGN_NAME = uart_top
export DESIGN_NICKNAME = uart_top
export VERILOG_FILES = /design/flow/design.v
export SDC_FILE = /design/flow/constraint.sdc
export NUM_CORES = 4
export LEC_CHECK = 1
export CORE_UTILIZATION = 30
```

## design/flow/constraint.sdc

```tcl
current_design uart_top

set clk_period 3.2
set clk_io_pct 0.2

create_clock -name clk0 -period $clk_period [get_ports {clk}]

set non_clock_inputs [all_inputs -no_clocks]
set_input_delay [expr $clk_period * $clk_io_pct] -clock clk0 $non_clock_inputs
set_output_delay [expr $clk_period * $clk_io_pct] -clock clk0 [all_outputs]
```

## design/flow/design.v

```verilog
module uart_baud_gen #(
    parameter CLOCK_FREQ = 1_000_000,   
    parameter BAUD_RATE  = 9600
)(
    input wire clk,
    input wire rst,
    output reg tick
);
    localparam integer TICK_COUNT = CLOCK_FREQ / BAUD_RATE;
    reg [$clog2(TICK_COUNT)-1:0] counter;
    always @(posedge clk or posedge rst) begin
        if (rst) begin
            counter <= 0;
            tick <= 0;
        end else if (counter == TICK_COUNT - 1) begin
            counter <= 0;
            tick <= 1;
        end else begin
            counter <= counter + 1;
            tick <= 0;
        end
    end
endmodule
module uart_top #(parameter CLOCK_FREQ = 50000000, BAUD_RATE = 9600)(
    input clk,
    input rst,
    input tx_start,
    input [7:0] tx_data,
    output tx,
    output tx_busy,
    output [7:0] rx_data,
    output rx_done
);
    wire tick;
    uart_baud_gen #(CLOCK_FREQ, BAUD_RATE) baud_gen (
        .clk(clk),
        .rst(rst),
        .tick(tick)
    );
    uart_tx tx_module (
        .clk(clk),
        .rst(rst),
        .tx_data(tx_data),
        .tx_start(tx_start),
        .tick(tick),
        .tx(tx),
        .tx_busy(tx_busy)
    );
    uart_rx rx_module (
        .clk(clk),
        .rst(rst),
        .rx(tx),
        .tick(tick),
        .rx_data(rx_data),
        .rx_done(rx_done)
    );
endmodule
module uart_rx (
    input wire clk,
    input wire rst,
    input wire rx,
    input wire tick,
    output reg [7:0] rx_data,
    output reg rx_done
);
    reg [3:0] bit_index;
    reg [7:0] data_shift;
    reg receiving = 0;
    always @(posedge clk or posedge rst) begin
        if (rst) begin
            rx_done <= 0;
            rx_data <= 8'h00;
            data_shift <= 0;
            bit_index <= 0;
            receiving <= 0;
        end else begin
            rx_done <= 0;
            if (!receiving && !rx) begin
                receiving <= 1;
                bit_index <= 0;
            end else if (receiving && tick) begin
                bit_index <= bit_index + 1;
                if (bit_index >= 1 && bit_index <= 8) begin
                    data_shift <= {rx, data_shift[7:1]};
                end else if (bit_index == 9) begin
                    rx_data <= data_shift;
                    rx_done <= 1;
                    receiving <= 0;
                end
            end
        end
    end
endmodule
module uart_tx (
    input wire clk,
    input wire rst,
    input wire [7:0] tx_data,
    input wire tx_start,
    input wire tick,
    output reg tx,
    output reg tx_busy
);
    reg [3:0] bit_index;
    reg [9:0] shift_reg;
    always @(posedge clk or posedge rst) begin
        if (rst) begin
            tx <= 1;
            tx_busy <= 0;
            bit_index <= 0;
            shift_reg <= 10'b1111111111;
        end else if (tx_start && !tx_busy) begin
            shift_reg <= {1'b1, tx_data, 1'b0};   
            tx_busy <= 1;
            bit_index <= 0;
        end else if (tick && tx_busy) begin
            tx <= shift_reg[0];
            shift_reg <= shift_reg >> 1;
            bit_index <= bit_index + 1;
            if (bit_index == 9) begin
                tx_busy <= 0;
            end
        end
    end
endmodule
```

==> GITHUB_STEP_SUMMARY <==
### Flow metrics

| Metric | Value |
|---|---|
| Status | completed |
| DRT Wirelength | 3827 um |
| Post-cts resize count | 0 |
| Fillers | 769 |
| Top cells by area | dfrtp_1 (43%), dfstp_2 (12%), mux2_2 (8.4%) |
| R2R Path End | rx_module.data_shift[0]$_DFFE_PP0P_ |
| Core Footprint | 7767 sq um |
| Cells after DPL | 324 |
| Slew HR | 56.09% |
| Clock buffer depth | 2 |
| Vias per cell | 4.726 |
| Clk_skew | 0.009043 ns |
| Crit Path Category | register to output port |
| Final Cell Area | 2833 sq um |
| Ant diodes | 0 |
| Mapped Avg Cell Area | 11.76 sq um |
| IO Pins | 22 |
| Synthesis-to-layout area growth | 17.49% |
| Final hold viol count | 0 |
| Pin count of the biggest net entering global routing | 53 |
| Number of synthesized register bits | 52 |
| Share of layout cells above drive strength 1 | 20.00% |
| Crit-path cells | clkdlybuf4s50_1 |
| Worst Hold Class | register to register |
| Distinct lib cells | 38 |
| Crit path DAT | 1.63 ns |
| Peak VDD IR | 0.1524 mV |
| Period utilisation layout | 71.08% |
| Overflow after GRT | 0 |
| CTS Sinks | 52 |
| Vias in the first global route | 1,473 |
| Hold depth | 1 |
| Reg2reg start | rx_module.bit_index[0]$_DFFE_PP0P_ |
| Pre-CTS setup slack | 1.186 ns |
| Vias | 1,569 |
| Placer Congestion | 0.7500 |
| Setup crit end kind | output port |
| Final setup fails | 0 |
| Hold_sp | baud_gen.counter[0]$_DFF_PP0_ |
| Init Core Util | 31.04% |
| Synth warn | 3 |
| Reg clk slew, reported paths | 0.10 ns |
| Seq share, synth | 54.54% |
| Max-cap violations | 0 |
| CP startpoint kind | register |
| Top cell area share | 42.55% |
| CTS tree | yes |
| Delay-heaviest family, CP | flip-flops |
| DRC violations left | 0 |
| Die X | 91.65 um |
| Path depth of the worst reg2reg path | 5 |
| Cell count after synthesis | 205 |
| Total track usage | 10.03% |
| First-pass GRT wire length | 6865 um |
| Max reg flops | 13 |
| Tool Warnings | 29 |
| Buffers on Ports | 21 |
| Fin. max-slew vios | 0 |
| Register area | 1315 sq um |
| First-pass DRT Iterations | 4 |
| Number of flops mapped to enable cells by yosys | 0 |
| Leading area contributor after synthesis | dfrtp_1 |
| Mapped cell area | 2411 sq um |
| Main synth FF type | dfrtp_1 |
| Initial antenna violation count | 0 |
| Async set or reset register ratio after synthesis | 100.0% |
| Antenna viol nets, final | 0 |
| Setup TNS | 0 ns |
| Power density cells | 403.3 nW/um^2 |
| Synth top cell by count | dfrtp_1 |
| Req. time, crit path | 2.56 ns |
| Crit path buffers/inverters | 1 |
| Slew @ Worst Pin | 0.6586 ns |
| DP HPWL | 2513 um |
| Routed WL per cell | 11.53 um |
| Latency at later pin | 0.30 ns |
| Number of CTS-inserted buffers | 5 |
| Leak Pwr | 1.235 nW |
| Postcts setup bufs | 0 |
| Max Fanout on Critical Path | 21 |
| Slowest stage delay, CP | 0.75 ns |
| Hold endpoint | baud_gen.counter[0]$_DFF_PP0_ |
| Fmax | 439.6 MHz |
| Worst Slack Setup Final | 0.9254 ns |
| Placed Area | 2738 sq um |
| H-tree depth | 2 |
| Initial drt markers | 81 |
| Post-Layout Cell Count | 332 |
| Reg2reg setup slack | 1.42 ns |
| Post-CTS Hold Buffers | 0 |
| WHS | 0.4625 ns |
| Comb. cell area | 1028 sq um |
| YS chip area | 2411 sq um |
| Commonest cells in the netlist | dfrtp_1 (41), mux2_2 (18), nand2_1 (14) |
| Slowest CP cell | dfrtp_1 |
| Instance count on the critical path | 1 |
| Die height | 91.65 um |
| Unrepaired setup endpoints after global routing | no |
| Num rows | 32 |
| Root buf cell | clkbuf_8 |
| Chip Area | 8400 sq um |
| Yosys cell count | 205 |
| Crit path time final | 2.275 ns |
## cell families after synthesis
kind of cell,share of synthesized area [%]
adders and majority gates,3.632
and+or+nand+nor,14.22
xor gates and xnor gates,3.270
buffers and inverters,2.802
AOI/OAI and AO/OA,10.64
DFF,54.54
muxes,10.90
## cells in the final DEF, fill, tap and decap left out, types with 2 or more instances in the layout
cell type and n:
a211oi_1 5, a21boi_0 2, a21oi_1 11, a22o_1 2, buf_4 2, clkbuf_8 5
clkdlybuf4s50_1 21, clkinvlp_4 2, dfrtp_1 41, dfstp_2 11, ha_1 7, inv_1 10
mux2_2 18, mux2i_1 6, nand2_1 14, nand3_1 8, nand4_1 3, nor2_1 9
nor2b_1 8, nor3_1 2, o21ai_0 10, o22ai_1 4, o31ai_1 2, or4_1 2
xor2_1 8
## power breakdown
part	switching, mW	internal (mW)
Combinational	0.0285	0.0281
Sequential	0.0131	0.686
Clock	0.228	0.159
## per-stage QoR
step	utilization, %	power [mW]
after global placement	35.24	0.7686
after floorplan	-	0.7442
final	36.47	1.142
after detailed placement	35.24	0.7695
after CTS	36.47	1.165
after global routing	36.47	1.194
## layer usage
metal | global-route usage, % | up-vias | routed length [um]
met5 | 0 | - | 0
met4 | 1.323 | 0 | 40
met3 | 1.857 | 4 | 127
met2 | 14.97 | 21 | 1683
met1 | 16.04 | 764 | 1975
li1 | - | 780 | -
## worst max path at each step
| stage | from | endpoint |
|---|---|---|
| CTS | tx_module.tx_busy$_DFFE_PP0P_ | tx_busy |
| global route | tx_module.tx_busy$_DFFE_PP0P_ | tx_busy |
| finish | tx_module.tx_busy$_DFFE_PP0P_ | tx_busy |
## cell type report
class / count / area share, %
Timing Repair Buffer: 23 / 7.951
Clock buffer: 5 / 2.429
Multi-Input combinational cell: 136 / 36.31
Tap cell: 102 / 4.505
Sequential cell: 52 / 46.42
Clock inverter: 3 / 0.9276
Inverter: 11 / 1.458
Power and IR drop assume default switching activity.
